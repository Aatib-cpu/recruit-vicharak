===== design/flow/config.mk =====
export PLATFORM = sky130hd
export DESIGN_NAME = Data_Memory
export DESIGN_NICKNAME = Data_Memory
export VERILOG_FILES = /design/flow/design.v
export SDC_FILE = /design/flow/constraint.sdc
export NUM_CORES = 4
export LEC_CHECK = 1
export CORE_UTILIZATION = 40

===== design/flow/constraint.sdc =====
current_design Data_Memory

set clk_period 4.2
set clk_io_pct 0.2

create_clock -name clk0 -period $clk_period [get_ports {clk}]

set non_clock_inputs [all_inputs -no_clocks]
set_input_delay [expr $clk_period * $clk_io_pct] -clock clk0 $non_clock_inputs
set_output_delay [expr $clk_period * $clk_io_pct] -clock clk0 [all_outputs]

===== design/flow/design.v =====
`timescale 1ns / 1ps
module Data_Memory(
input clk,
input reset,
input Mem_Enable,    
input Mem_WR_Mem,     
input [3:0] Func_Mem,
input [15:0] Mem_Address_Reg,    
input [15:0] Mem_Data_Reg,       
output reg [15:0] Mem_Out,
output reg Write_Back_Sel_Mem
);
wire [1:0] Variant;
assign Variant = Func_Mem[2:1];
reg [7:0] Mem [0:255];    
integer i;
always@(*) begin
Write_Back_Sel_Mem=0;
if (reset)
	for (i=0;i<255;i=i+1)
		Mem [i] = i;
else if ({Mem_Enable,Mem_WR_Mem} == 2'b10)    
	begin Write_Back_Sel_Mem=1'b1;
	case (Variant)
	    2'b00: Mem_Out = {{8{1'b0}},Mem[Mem_Address_Reg[7:0]]};			                      
		2'b01: Mem_Out = {{8{Mem[Mem_Address_Reg[7:0]][7]}},Mem[Mem_Address_Reg[7:0]]};  	  
		2'b10: Mem_Out = {Mem[Mem_Address_Reg[7:0]+1],Mem[Mem_Address_Reg[7:0]]};			  
		default:  Mem_Out = 0;	
	endcase
	end
else
    Mem_Out = 0;
end
always@(posedge clk)
if ({Mem_Enable,Mem_WR_Mem} == 2'b11)  
    case (Variant)
		2'b00: Mem[Mem_Address_Reg[7:0]] = Mem_Data_Reg[7:0];  	 
		2'b10: {Mem[Mem_Address_Reg[7:0]+1],Mem[Mem_Address_Reg[7:0]]} = Mem_Data_Reg;	 
	endcase
else;
    endmodule

===== design/flow/run.sh =====
#!/bin/bash
# OpenROAD 26Q1-2900-gdf79404cd8, Yosys 0.63+post, stock flow scripts
make -C /OpenROAD-flow-scripts/flow DESIGN_CONFIG=/design/flow/config.mk WORK_HOME=/design/flow/orfs finish

==> results_slide.txt <==
Implementation Results

Timing
  • Hold Vio Cnt, Final: 0
  • Worst Tran Pin Value: around 0.64 ns
  • Setup WS post-layout: between 1 and 1.5 ns
  • Fmax: between 0.3 and 0.4 GHz
  • Clock skew: 0 ns
  • Setup TNS: 0 ns
  • Register pins left without a clock: 16
  • Worst slew margin: 0.574
  • Setup violators final: 0
  • Fin crit share: 0.715
  • Endpoints left unconstrained: 32
  • RSZ-0062 raised after global routing: no
  • Post-route minimum period: roughly 3 ns
  • Max-slew violation count: 0

Power
  • Flop pwr share: 0.283
  • Logic pwr share: 0.474
  • Clk pwr share: 0.243
  • Pleak: about 0.91 nW
  • Peak VDD IR: roughly 0.00014 V
  • Net switching power: around 0.00012 W
  • PwrDens: approximately 140 mW/mm^2
  • Internal Dissipation: between 0.0002 and 0.00025 W
  • Switching Share: 0.341

Route
  • Detailed-route via count: about 2300
  • Post-Route WL: 6.22 mm
  • Routed wire per std cell: 15.7 um
  • Routed vias/inst: 5.90
  • First DRT Iteration DRCs: ~250
  • Pre-Repair DR Iteration Count: 5
  • DRC: 0
  • ANT cells: 0
  • Antenna-violating nets left: 0

Run
  • Tool Warnings: 35
  • # Max-Cap Violations: 0

Setup path
  • Critical Path Most Common Cell: clkdlybuf4s50_1
  • R2R Path End: Mem[255][7]$_DFFE_PP_
  • Crit-path max cell delay: ~0.66 ns
  • WS Path Type: in -> out
  • CP Cell Sequence: clkdlybuf4s50_1 -> nor2_1 -> clkdlybuf4s50_1
  • FF-to-FF path depth: 2
  • CP arrival: around 2.2 ns
  • CP max-delay cell: clkdlybuf4s50_1
  • Top delay family on crit path: buffers and inverters
  • Reg2reg start: Mem[255][7]$_DFFE_PP_
  • Reg2Reg Setup Slack: 3.28 ns
  • Crit path buffers/inverters: 2
  • Maximum fanout along the worst path: 17
  • Setup crit end kind: output port
  • Worst setup SP type: input pin
  • Critical Path RT: ~3.4 ns

Cells and area
  • Layout cells sized above 1: 0.0729
  • Syn-to-layout area delta: 24.7%
  • Final non-filler cell total: 396

Global route
  • Largest net degree at the start of global routing: 35
  • GRT Util Overall: 0.252
  • Antenna violations before repair: 0
  • Total grt overflow: 0
  • Vias in the first global route: around 2100
  • First-pass GRT wire length: 10.6 mm

Floorplan
  • Init Core Util: 0.428
  • Chip area: 0.00548 sq mm
  • Die W: between 70 and 80 um
  • Core box area: between 0.004 and 0.005 sq mm
  • Ports: between 50 and 60
  • Die Ht: between 70 and 80 um
  • Cell Rows: 25

Synth
  • Post-Syn Area: roughly 0.0021 sq mm
  • Synth top cell by count: nand2_1
  • EDFF count, synth: 8
  • Synth area leader: edfxtp_1
  • Synth cell count leaders: 43 x nand2_1, 29 x nor2_1, 23 x a21oi_1
  • Synth flops: 24
  • Cell variety after synth: about 60
  • YS chip area: ~0.0021 sq mm
  • YS warnings: between 4000 and 5000
  • Ys async rst share: 0
  • Yosys Instances: around 300
  • Synth top area cells: edfxtp_1 12%, dlxtn_1 12%, nand2_1 7.8%
  • Avg Cell Area, Syn: ~7.0 sq um
  • Most used DFF post-synth: dlxtn_1
  • Top cell area share: 0.116
  • Post-Synthesis Cells: around 300

Clock network
  • CTS Buf Count: 3
  • CTS max path bufs: 2
  • Post-CTS Setup Bufs: 0
  • TritonCTS clock tree: yes
  • Post-CTS sizing: 0
  • CTS Hold Bufs: 0
  • CTS Root Cell: clkbuf_8
  • H-tree depth: 1
  • Worst-skew pair later-pin latency: 0.22 ns
  • Reg clk slew, reported paths: 0.04 ns

Min path
  • WHS Endpoint: Mem[255][1]$_DFFE_PP_
  • Hold Path Stages: 2
  • HP Class: reg -> reg
  • HP Start: Mem[255][1]$_DFFE_PP_

Placed design
  • Pre-CTS WS: ~1.0 ns
  • Global placement routability congestion: ~0.93
  • DP HPWL: between 4 and 5 mm
  • Placed cell count: about 390
  • Port Buf Inserts: between 40 and 50

Outcome
  • Status: finished, final reports clean
## layout make-up
cell class | instances | area, sq um
timing repair buffer | 54 | 520
sequential | 24 | 480
fill | 516 | 2260
tap | 67 | 83.8
inverter | 7 | 26.3
multi-input combinational | 241 | 1430
clock buffer | 3 | 41.3
## power by group through the flow
| stage | registers [W] | clock network, W | logic, W |
|---|---|---|---|
| final | 0.000102 | 0.0000876 | 0.000171 |
| after CTS | 0.000102 | 0.0000907 | 0.000169 |
| after global routing | 0.000103 | 0.0000927 | 0.000188 |
## state kept, by name, indices dropped and copies added (netlist names)
signal	cells
Mem_Out	16
Mem	8
## how the worst max path moves through the flow
stage	slack (ns)	endpoint	from	cells after the start
after CTS	1.17	Write_Back_Sel_Mem	reset	3
final	1.20	Write_Back_Sel_Mem	reset	3
after global routing	1.10	Mem[255][1]$_DFFE_PP_	Mem_Address_Reg[2]	7
## worst min-delay path, stage by stage (launching register included)
cell	delay, ns
edfxtp_1	0.36
nand2_1	0.06
a31oi_1	0.15
## cell families after synthesis
logic type,Yosys count,share of synthesized area
AND/OR/NAND/NOR,134,0.336
AND-OR/OR-AND,95,0.301
buffers and inverters,33,0.0766
latches,16,0.116
XOR/XNOR,9,0.0380
flip-flops,8,0.116
multiplexers,3,0.0169
## through the flow
step | util | area [sq um] | hold slack [ns] | power (W)
5_1_grt | 0.533 | 2590 | 0.782 | 0.000384
3_5_place_dp | 0.525 | 2540 | 0.693 | 0.000272
4_1_cts | 0.533 | 2590 | 0.703 | 0.000362
6_report | 0.533 | 2590 | 0.697 | 0.000360
3_3_place_gp | 0.525 | 2540 | 0.688 | 0.000271
2_1_floorplan | - | 2070 | 0.633 | 0.000208
## layout by cell type (no fill, tap or decap), types with 2 or more instances in the layout
master and instances:
o221a_2 2, inv_1 4, a211oi_1 2, nand4_1 6
nor4_1 3, o311a_1 2, mux2i_1 2, nand2_1 43
and4_1 2, dlxtn_1 16, o21a_1 3, o21ai_0 18
a31oi_1 15, nor2b_1 7, clkinv_1 2, xor2_1 3
and2_1 4, o221ai_1 3, nor3_1 12, a221oi_1 3
o41ai_1 2, clkbuf_8 3, o31ai_1 3, buf_4 8
o211ai_1 2, nand2b_1 5, or2_2 2, nand4b_1 2
nor4bb_1 2, a22oi_1 3, clkdlybuf4s50_1 46, a21oi_1 23
nand3b_1 2, edfxtp_1 8, nor2_1 29, xnor2_1 6
o22ai_1 5, nand3_1 5
## metal layers
metal,global-route usage,part of all wire
met3,0.0179,0.061
met5,0,0
met2,0.373,0.44
met4,0.0427,0.020
met1,0.414,0.48
No activity file was given, so power comes from the tool's default toggle rates.
