File: flow/run.sh
#!/bin/bash
# OpenROAD 26Q1-2900-gdf79404cd8, Yosys 0.63+post, stock flow scripts
make -C /OpenROAD-flow-scripts/flow DESIGN_CONFIG=/design/flow/config.mk WORK_HOME=/design/flow/orfs finish
File: flow/config.mk
export PLATFORM = sky130hd
export DESIGN_NAME = ALU
export DESIGN_NICKNAME = ALU
export VERILOG_FILES = /design/flow/design.v
export SDC_FILE = /design/flow/constraint.sdc
export NUM_CORES = 4
export LEC_CHECK = 1
export CORE_UTILIZATION = 30
File: flow/constraint.sdc
current_design ALU

set clk_period 65.1
set clk_io_pct 0.2

create_clock -name clk0 -period $clk_period

set non_clock_inputs [all_inputs -no_clocks]
set_input_delay [expr $clk_period * $clk_io_pct] -clock clk0 $non_clock_inputs
set_output_delay [expr $clk_period * $clk_io_pct] -clock clk0 [all_outputs]
File: flow/design.v
`timescale 1ns / 1ps
module ALU(
input R_Type_EX,
input J_Type_EX,
input B_Type_Eq_EX,
input B_Type_Neq_EX,
input [3:0]Func_EX,
input [15:0]Op1,
input [15:0]Op2,
output reg [15:0]Result_EX,
output reg Is_Address_Taken
);
always@(*) begin
Is_Address_Taken=0;  Result_EX=0;
if (R_Type_EX==1'b1) begin  
case(Func_EX)
4'd0: Result_EX=Op1+Op2;  
4'd1: Result_EX=Op1-Op2;  
4'd2: Result_EX=Op1*Op2;  
4'd3: Result_EX=Op1/Op2;  
4'd4: Result_EX=Op1+Op2;  
4'd5: Result_EX=Op1-Op2;  
4'd6: Result_EX=Op1&Op2;  
4'd7: Result_EX=Op1|Op2;  
4'd8: Result_EX=Op1^Op2;  
4'd9: Result_EX=~Op1;     
4'd11: Result_EX={Op2[7:6],Op2[3:2],Op2[9:8],Op2[13:12],Op2[1:0],Op2[15:14],Op2[5:4],Op2[11:10]};  
4'd12: Result_EX={Op2[5:4],Op2[9:8],Op2[1:0],Op2[11:10],Op2[15:14],Op2[3:2],Op2[13:12],Op2[7:6]};  
default: Result_EX=0;
endcase
end
else if (B_Type_Eq_EX==1'b1)  
Is_Address_Taken = ((Op1==Op2)?1:0);
else if (B_Type_Neq_EX==1'b1)  
Is_Address_Taken = ((Op1==Op2)?0:1); 
else if ((J_Type_EX==1'b1))  
begin Result_EX=Op1+Op2; Is_Address_Taken=1'b1; end
else begin
Result_EX=0; Is_Address_Taken=0;
end
end
endmodule
==> impl_metrics.json <==
{
  "dr_wl_met2_um": 23100,
  "slew_headroom_pct": 28.6,
  "synth_warnings": 1,
  "fin_area_mm2": 0.0149,
  "rows": 77,
  "highest_layer": "met5",
  "drtIter0Drc": 1153,
  "cp_slowest_stage_delay_ns": 1.17,
  "top_cell": "ha_1",
  "grt_pass1_vias": 13800,
  "top_area_cell": "ha_1",
  "setup_violations": 0,
  "antenna_found_initial": 1,
  "die_h_um": 215,
  "power.switching_w": 0.000184,
  "synth_seq_share_pct": 0,
  "p_leak_nw": 6.67,
  "rsz0062_at_grt": "false",
  "cap_violations": 0,
  "fin_util_pct": 33.6,
  "timing.final.ws_setup_ns": 7.01,
  "dr.pass1.iters": 5,
  "ctsHoldBuffers": 0,
  "wl_per_cell_um": 21.5,
  "routed_wirelength_um": 53600,
  "outcome": "completed",
  "crit_required_ns": 52.08,
  "drt-vias-per-instance": 5.77,
  "met1Wirelength_um": 23400,
  "fmaxAchievable_mhz": 17.2,
  "ys_area_mm2": 0.0136,
  "placed_cell_area_mm2": 0.0149,
  "overflow": 0,
  "grt_pass1_wl_um": 82700,
  "track_usage_pct": 23.7,
  "crit_fanout": 19,
  "startpoint_type": "input pin",
  "ys_cells": 1890,
  "netlist_top_cells_area": "ha_1 22%, fa_1 12%, nor2_1 5.6%",
  "syn-instance-count": 1890,
  "worst_path_most_repeated_cell": "ha_1",
  "netlist_area_mm2": 0.0136,
  "slew_viol_final": 0,
  "area_delta_synth_final_pct": 9.77,
  "crit_arrival_ns": 45.07,
  "cts_setup_buffers": 0,
  "die_area_mm2": 0.0462,
  "syn_area_per_cell_um2": 7.20,
  "hold_depth": 4,
  "slowest_stage": "clkdlybuf4s50_1",
  "peakVddDrop_mv": 0.0252,
  "post-route-period-util_pct": 89.2,
  "grt_max_degree": 25,
  "powerDensity_mw_per_mm2": 20.8,
  "drive_above_1_share_pct": 6.25,
  "warnings": 67,
  "wl_met3_um": 5500,
  "ant_nets": 0,
  "fillers": 4689,
  "clkbuf_count": 0,
  "ios": 57,
  "endpoint_kind": "output pin",
  "final.min_clock_period_ns": 58.09,
  "vias": 14400,
  "cp_top_family": "AND-OR/OR-AND gates",
  "drc": 0,
  "synth_top_area_share_pct": 21.6,
  "core_mm2": 0.0445,
  "numPortBuffers": 57,
  "die_w_um": 215,
  "intPower_w": 0.000126,
  "hp-class": "in -> out",
  "tightest_slew_ns": 1.07,
  "ff_count": 0,
  "finalHoldViolCount": 0,
  "yosysUniqueCellTypes": 91,
  "dp_hpwl_um": 42000,
  "startpoint": "Op2[0]",
  "ctsResizeCount": 0,
  "crit_type": "in -> out",
  "swShare_pct": 59.4,
  "top_cells_by_count": "235 x ha_1, 203 x nor2_1, 178 x nand2_1",
  "crit_cells": 118,
  "path_buffers": 8,
  "tns_ns": 0,
  "seq_area_um2": 0,
  "pre_cts_slack_ns": 7.49,
  "initial_core_util_pct": 30.6,
  "whs_endpoint": "Is_Address_Taken",
  "gp_congestion": 1.01,
  "min_from": "B_Type_Eq_EX"
}
## metal layers
layer,global-route usage [%],up-vias
li1,-,6801
met1,33.9,6801
met2,35.6,703
met3,5.61,112
met4,6.45,2
met5,0,-
## per-stage QoR
stage	std cells	power (W)	hold WS, ns
after floorplan	1890	0.000217	26.05
after global placement	2497	0.000308	27.07
after detailed placement	2497	0.000306	27.09
after CTS	2497	0.000310	27.09
after global routing	2497	0.000351	27.16
final	2498	0.000311	27.09
## tightest hold or removal path: stages
cell and delay, ns:
clkdlybuf4s50_1 0.46, a21oi_1 0.15, nor2_1 0.05, clkdlybuf4s50_1 0.39
## cell usage in the layout (no fill, tap or decap), drive strengths merged, types with 9 or more instances in the layout
master | netlist | layout
o21a | 35 | 35
clkdlybuf4s50 | 0 | 57
nand4 | 15 | 15
or3 | 32 | 32
o22ai | 18 | 18
o21bai | 11 | 11
a21o | 32 | 32
or2 | 20 | 20
mux2 | 21 | 21
a21oi | 137 | 137
a22oi | 9 | 9
buf | 12 | 47
nor3 | 59 | 59
o2111ai | 9 | 9
nand2b | 15 | 15
nor2 | 204 | 204
inv | 169 | 169
xnor2 | 84 | 84
a211o | 11 | 11
nor2b | 9 | 9
nor4 | 14 | 14
a221oi | 18 | 18
o31ai | 19 | 19
and2 | 11 | 11
fa | 82 | 82
xor2 | 47 | 47
a211oi | 23 | 23
o211ai | 25 | 25
o21ai | 82 | 82
a31oi | 16 | 16
nand2 | 178 | 178
ha | 235 | 235
nand3 | 28 | 28
and3 | 12 | 12
## how the worst max path moves through the flow
| stage | end | slack, ns |
|---|---|---|
| after global routing | Result_EX[0] | 4.55 |
| final | Result_EX[0] | 7.01 |
| after CTS | Result_EX[0] | 7.41 |
## power by group through the flow
stage         logic, W  registers [W]  clock network [W]
CTS           0.000310              0                  0
global route  0.000351              0                  0
## cell families after synthesis
logic type	share of synthesized area, %
and+or+nand+nor	21.6
AOI/OAI and AO/OA	26.4
muxes	2.33
xor gates and xnor gates	8.60
buffers and inverters	7.37
adders and majority gates	33.7
## cell type report
type                            instances  area [um^2]  area share [%]
Inverter                              173          649            4.35
Tap cell                              592          741            4.96
Timing Repair Buffer                  104          923            6.18
Antenna cell                            1         2.50          0.0168
Multi-Input combinational cell       1628        12600            84.5
No activity file was given, so power comes from the tool's default toggle rates.
