File: /design/flow/design.v
`timescale 1ns / 1ps
module Instruction_Memory(
input clk,
input [15:0] PC_Out,
output reg [18:0] IR_IF
);
reg [7:0]IM[0:60];
initial
begin                        
    {IM[02],IM[01],IM[00]} = 24'b000_0000_0000_0000_0000_00000;  
    {IM[05],IM[04],IM[03]} = 24'b000_0010_0001_0011_0010_00000;  
    {IM[08],IM[07],IM[06]} = 24'b000_1100_xxxx_0101_1011_00000;  
    {IM[11],IM[10],IM[09]} = 24'b000_0101_xxxx_1111_1100_00000;  
    {IM[14],IM[13],IM[12]} = 24'b000_xxxx_0110_0110_0101_00000;  
    {IM[17],IM[16],IM[15]} = 24'b000_0111_0111_0111_0110_00000;  
    {IM[20],IM[19],IM[18]} = 24'b000_1001_1000_1000_0111_00000;  
    {IM[23],IM[22],IM[21]} = 24'b000_1010_1001_1001_1000_00000;  
    {IM[26],IM[25],IM[24]} = 24'b000_xxxx_1010_1010_1001_00000;  
    {IM[29],IM[28],IM[27]} = 24'b000_0000_0000_0000_0000_00000;  
    {IM[32],IM[31],IM[30]} = 24'b000_0000_0000_0000_0000_00000;  
    {IM[35],IM[34],IM[33]} = 24'b000_0000_0000_0000_0000_00000;  
    {IM[38],IM[37],IM[36]} = 24'b000_0000_0000_0000_0000_00000;  
    {IM[41],IM[40],IM[39]} = 24'b000_0000_0000_0000_0000_00000;  
    {IM[44],IM[43],IM[42]} = 24'b000_0000_0000_0000_0000_00000;  
    {IM[47],IM[46],IM[45]} = 24'b000_0000_0000_0000_0000_00000;  
end
always@(PC_Out)
begin
IR_IF <= {IM[PC_Out+2],IM[PC_Out+1],{IM[PC_Out][7:5]}};
end
endmodule
File: /design/flow/run.sh
#!/bin/bash
# OpenROAD 26Q1-2900-gdf79404cd8, Yosys 0.63+post, stock flow scripts
make -C /OpenROAD-flow-scripts/flow DESIGN_CONFIG=/design/flow/config.mk WORK_HOME=/design/flow/orfs finish
File: /design/flow/config.mk
export PLATFORM = sky130hd
export DESIGN_NAME = Instruction_Memory
export DESIGN_NICKNAME = Instruction_Memory
export VERILOG_FILES = /design/flow/design.v
export SDC_FILE = /design/flow/constraint.sdc
export NUM_CORES = 4
export LEC_CHECK = 1
export CORE_AREA = 10 10 94 94
export DIE_AREA = 0 0 104 104
File: /design/flow/constraint.sdc
current_design Instruction_Memory

set clk_period 2.5
set clk_io_pct 0.2

create_clock -name clk0 -period $clk_period

set non_clock_inputs [all_inputs -no_clocks]
set_input_delay [expr $clk_period * $clk_io_pct] -clock clk0 $non_clock_inputs
set_output_delay [expr $clk_period * $clk_io_pct] -clock clk0 [all_outputs]
==> impl_metrics.tcl <==
# collected from the flow reports
set metrics [dict create \
    crit_start "PC_Out[1]" \
    synth_seq_share_pct 0 \
    dpl_cell_area_um2 1880 \
    hold_viol 0 \
    flops 0 \
    fp-utilization_pct 17.1 \
    worstPathMaxFanout 4 \
    p_seq_share_pct 0 \
    ys_cells 170 \
    fin_crit_ns 2.56 \
    fin_crit_sh_pct 102 \
    fin_ws_ns -0.0581 \
    drive_gt1_share_pct 58.3 \
    stdcell_count 362 \
    combPwrFrac_pct 100.0 \
    yosys_area_um2 1170 \
    slew_headroom_pct 78.8 \
    viasPerCell 4.53 \
    pin_count 36 \
    wirelength_mm 4.89 \
    yosysTopAreaCell "ha_1" \
    irDropWorstVdd_v 0.0000494 \
    violations "setup timing" \
    maxCapViolCount 0 \
    n_clock_buffer 0 \
    hold_path_class "primary input to output pin" \
    critPathKind "primary input to output pin" \
    fin_util_pct 36.8 \
    die_h_um 104 \
    overflow 0 \
    pre_cts_slack_ns -0.832 \
    maxSlewViolCount 0 \
    netlist_instances 170 \
    syn_area_um2 1170 \
    hpwl_mm 3.42 \
    antenna_found_initial 0 \
    ys_warn_count 1 \
    fin_area_um2 2510 \
    fp-row-count 30 \
    critical_path.endpoint "IR_IF[17]" \
    grt_pass1_wl_mm 7.75 \
    p_sw_uw 247 \
    power_density_nw_per_um2 213 \
    rsz0062_at_grt "yes" \
    totalPowerFinal_uw 536 \
    place.gp.congestion 0.898 \
    yosys.area.top_type_share_pct 12.9 \
    arrival_ns 2.06 \
    area_growth_pct 116 \
    die_x_um 104 \
    internal_power_uw 290 \
    clockPowerShare_pct 0 \
    diodes 0 \
    grt_usage_pct 8.18 \
    critPathLaunchType "primary input" \
    num_vias 1639 \
    core_area_um2 6830 \
    outcome "finished with violations" \
    drc 0 \
    die_area_um2 10800 \
    synthDistinctLibCells 39 \
    area_leaders "ha_1 (13%), xnor2_2 (8.4%), a21oi_1 (7.7%), nor2_1 (5.5%), o21ai_0 (5.2%)" \
    fmax_ghz 0.391 \
    dr.pass1.iters 4 \
    p_leak_uw 0.00107 \
    grt_max_degree 10 \
    synth.most_common_cell "a21oi_1" \
    grt_pass1_vias 1616 \
    placed_cells_incl_taps 335 \
    finalSetupViolCount 5 \
    worstSetupEndpointType "output pin" \
    worst_slew_pin_slew_ns 0.318 \
    seq_area_um2 0 \
    cp_data_required_time_ns 2.00 \
    warnings 55 \
    ctsHoldBuffers 0 \
    drtAntennaViolNets 0 \
    io_buffers 25 \
    switching_share_pct 46.0 \
    drt_iter0_drc 53 \
    netlist_top_cells_count "a21oi_1 (18), nor2_1 (17), nand2_1 (16), ha_1 (12), o21ai_0 (12)" \
    wl_per_cell_um 13.5 \
    avgSynthCellArea_um2 6.86 \
]
==> layer usage <==
metal | vias up | share of wire, % | global-route usage, %
met4 | 0 | 0 | 0.298
li1 | 833 | - | -
met3 | 0 | 1.3 | 0.752
met5 | - | 0 | 0
met1 | 791 | 47 | 10.7
met2 | 15 | 51 | 14.8
==> cell usage in the layout, fill, tap and decap left out, types with 2 or more instances in the layout <==
| cell type | synthesis | layout |
|---|---|---|
| nor2_2 | 0 | 2 |
| nor3_2 | 0 | 5 |
| o211ai_1 | 2 | 2 |
| a221oi_2 | 1 | 4 |
| a21oi_2 | 0 | 2 |
| clkbuf_2 | 0 | 4 |
| a211oi_1 | 4 | 2 |
| a21oi_1 | 18 | 16 |
| a31oi_1 | 5 | 5 |
| buf_12 | 0 | 3 |
| nor2_1 | 17 | 11 |
| nand2_1 | 16 | 13 |
| a21o_1 | 2 | 2 |
| inv_2 | 1 | 3 |
| ha_1 | 12 | 5 |
| mux2i_1 | 2 | 2 |
| buf_2 | 5 | 6 |
| dlygate4sd2_1 | 0 | 11 |
| buf_4 | 3 | 62 |
| nand3_1 | 11 | 9 |
| nor3_1 | 11 | 6 |
| ha_4 | 0 | 6 |
| nand4_1 | 5 | 5 |
| nor2_4 | 0 | 4 |
| nand3_4 | 0 | 2 |
| xnor2_4 | 2 | 9 |
| o21ai_0 | 12 | 5 |
| o21ai_1 | 0 | 5 |
| o21ai_2 | 0 | 2 |
| a211oi_2 | 0 | 2 |
| nand2_2 | 0 | 2 |
| buf_6 | 3 | 23 |
==> logic make-up (layout without fill, tap and decap cells) <==
group / Yosys count / count (layout) / share of synthesized area, %
simple gates: 64 / 64 / 25.6
buf+inv: 21 / 117 / 10.2
mux: 3 / 3 / 2.68
fa+ha+maj: 12 / 12 / 12.9
xor+xnor: 12 / 12 / 16.1
compound gates: 58 / 58 / 32.5
==> per-stage QoR <==
step           hold WS [ns]  setup TNS (ns)
2_1_floorplan          1.01               0
3_3_place_gp           2.15          -14.22
3_5_place_dp           2.13          -14.14
4_1_cts                1.60          -0.238
5_1_grt                1.54          -0.691
6_report               1.50          -0.131
==> worst max-delay path, stage by stage <==
cell,delay (ns)
buf_8,0.09
buf_6,0.11
clkinvlp_4,0.14
ha_4,0.29
buf_6,0.12
buf_6,0.10
buf_6,0.11
a211o_1,0.28
a211oi_2,0.18
buf_2,0.13
==> worst min-delay path by stage <==
stage                 startpoint        end  slack (ns)  cells after the start
after CTS              PC_Out[1]  IR_IF[15]        1.60                      6
final                  PC_Out[1]  IR_IF[15]        1.50                      6
after global routing   PC_Out[1]  IR_IF[15]        1.54                      6
==> area by class of cell <==
class	count	area (um2)
fillers	663	4320
inverters	6	31.3
multi-input cells	149	1400
well taps	96	120
repair buffers	111	958
==> power groups by stage <==
stage	Combinational, uW	Sequential, uW	Clock [uW]
finish	536	0	0
global route	579	0	0
CTS	492	0	0
==> repair_timing <==
action,4_1_cts,5_1_grt
buffers inserted,20,7
pin swaps,32,21
endpoints found under the setup margin,19,12
gates resized,128,29
Power is estimated from default activity; no workload was simulated.
